### design/flow/run.sh
#!/bin/bash
# OpenROAD 26Q1-2900-gdf79404cd8, Yosys 0.63+post, stock flow scripts
make -C /OpenROAD-flow-scripts/flow DESIGN_CONFIG=/design/flow/config.mk WORK_HOME=/design/flow/orfs finish
### design/flow/config.mk
export PLATFORM = sky130hd
export DESIGN_NAME = Microprocesador_Equipo_N
export DESIGN_NICKNAME = Microprocesador_Equipo_N
export VERILOG_FILES = /design/flow/design.v
export SDC_FILE = /design/flow/constraint.sdc
export NUM_CORES = 4
export LEC_CHECK = 1
export CORE_UTILIZATION = 50
### design/flow/constraint.sdc
current_design Microprocesador_Equipo_N

set clk_period 6.9
set clk_io_pct 0.2

create_clock -name clk0 -period $clk_period [get_ports {Clk}]

set non_clock_inputs [all_inputs -no_clocks]
set_input_delay [expr $clk_period * $clk_io_pct] -clock clk0 $non_clock_inputs
set_output_delay [expr $clk_period * $clk_io_pct] -clock clk0 [all_outputs]
### design/flow/design.v
`timescale 1ns / 1ps
module alu(
    input [2:0] fun,
    input [7:0] Ry,
    input [7:0] Rx,
    output [7:0] Result,
    output [2:0] band
    );
    reg [8:0] resultado;
    always@*
    begin
    case(fun)
    3'b000: begin resultado<=Ry+Rx; end
    3'b001: begin resultado<=Ry-Rx; end
    3'b010: begin resultado<=Ry<<Rx; end
    3'b011: begin resultado<=Ry>>Rx; end
    3'b100: begin resultado<=~Rx; end
    3'b101: begin resultado<=Ry&Rx; end
    3'b110: begin resultado<=Ry|Rx; end
    3'b111: begin resultado<=Ry^Rx; end
    endcase
    end
    assign Result=resultado[7:0];
    assign band[0]=&(~resultado);
    assign band[1]=resultado[7];
    assign band[2]=resultado[8];
endmodule
`timescale 1ns / 1ps
module b_reg(
 input Rst,
    input Clk,
    input [5:0]b_sel,
    input  LE_sel,
    input [7:0] Selector,
    output  [7:0] Rx,
    output  [7:0] Ry
    );
    reg [7:0] b_regs [7:0];
    always @(posedge Clk, posedge Rst) begin
        if(Rst) 
            begin
                b_regs[0]<=0;
                b_regs[1]<=0;
                b_regs[2]<=0;
                b_regs[3]<=0;
                b_regs[4]<=0;
                b_regs[5]<=0;
                b_regs[6]<=0;
                b_regs[7]<=0; 
            end
        else
            if (LE_sel)
                    b_regs[b_sel[2:0]]<=Selector;
                end
               assign Rx=b_regs[b_sel[2:0]];
               assign Ry=b_regs[b_sel[5:3]];
endmodule
`timescale 1ns / 1ps
module control(
    input [7:0] DataOut_Bus, 
    input [8:0] ms_m, 
    input [2:0] band,
    output LE_sel, 
    output [5:0] b_sel,
    output [1:0] outbus,
    output [2:0] fun, 
    output [7:0] Address_Instruction_Bus,
    output [2:0] c_sel,  
    input Clk,
    input Rst
    );
    wire [3:0]cond;  
    reg [2:0] band2;  
    deco deco(
        .ms_m(ms_m),
        .cond(cond),
        .LE_sel(LE_sel),
        .b_sel(b_sel),
        .outbus(outbus),
        .fun(fun),
        .c_sel(c_sel)
    );
    jump jump(
        .band(band2),
        .DataOut_Bus(DataOut_Bus),
        .cond(cond),
        .Clk(Clk),
        .Rst(Rst),
        .Address_Instruction_Bus(Address_Instruction_Bus)
        );
        always @(posedge Clk, posedge Rst) begin
                if(Rst) 
                    begin
                        band2<=0;
                    end
                else
                    if (ms_m[8:6]==3'b101)
                        band2<=band;
            end
endmodule
`timescale 1ns / 1ps
module deco(
    input [8:0] ms_m,
    output reg[2:0] fun,
    output reg[5:0] b_sel,
    output reg[3:0] cond,
    output reg LE_sel,
    output reg[1:0] outbus,
    output reg[2:0] c_sel
    );
    always @(ms_m) 
    begin
    case (ms_m [8:6])
    3'b001: begin
    fun<=0; b_sel<={3'b000,ms_m[5:3]}; LE_sel<=1; outbus<=2'b00; c_sel<=3'b010; cond<=4'b0001; end
    3'b010: begin
    fun<=0; b_sel<={ms_m[2:0],ms_m[5:3]}; LE_sel<=1; outbus<=2'b01; c_sel<=3'b001; cond<=4'b0001; end
    3'b011: begin
    fun<=0; b_sel<={3'b000,ms_m[5:3]}; LE_sel<=0; outbus<=2'b10; c_sel<=3'b010; cond<=4'b0001; end
    3'b100: begin
    fun<=0; b_sel<={ms_m[2:0],ms_m[5:3]}; LE_sel<=0; outbus<=2'b11; c_sel<=3'b100; cond<=4'b0001; end
    3'b101: begin
    fun<=0; b_sel<={ms_m[2:0],ms_m[5:3]}; LE_sel<=1; outbus<=2'b00; c_sel<=3'b100; cond<=4'b0001; end
    3'b110: begin
    fun<=ms_m[2:0]; b_sel<={3'b000,ms_m[5:3]}; LE_sel<=1; outbus<=2'b00; c_sel<=3'b000; cond<=4'b0001; end
    3'b111: begin
    if(ms_m[2:0]==3'b001)
    begin
    c_sel<=3'b011;
    LE_sel<=1;fun<=0; b_sel<={3'b000,ms_m[5:3]};  outbus<=2'b00;  cond<={1'b0,ms_m[2:0]};
    end
    else
    begin
    c_sel<=3'd0;
    LE_sel<=0;fun<=0; b_sel<={3'b000,ms_m[5:3]};  outbus<=2'b00;  cond<={1'b0,ms_m[2:0]};
    end
    end
    3'b000: begin
    fun<=0; b_sel<=0; LE_sel<=0; outbus<=2'b00; c_sel<=3'b000; cond<=4'b0001; end
    endcase
    end
endmodule
`timescale 1ns / 1ps
module jump(
  input Rst,
  input Clk,
  input [3:0] cond,
  input [7:0] DataOut_Bus,
  input [2:0]band,
  output [7:0] Address_Instruction_Bus
    );
    reg [7:0] PC;
    always @(posedge Clk, posedge Rst) begin
        if(Rst)
            PC<=0;
        else
            case (cond)
                4'b0000:
                    PC<=PC;
                4'b0001:  
                    PC<=PC+1'b1;
                4'b1000:
                    PC<=DataOut_Bus;
                4'b1001:
                    PC<=DataOut_Bus;
                4'b1010:
                    if(band[0])
                        PC<=DataOut_Bus;
                    else
                        PC<=PC+1'b1;
                4'b1011:
                    if(~band[0])
                        PC<=DataOut_Bus;
                    else
                            PC<=PC+1'b1;                        
                4'b1100:
                    if(band[2])
                        PC<=DataOut_Bus;
                    else
                            PC<=PC+1'b1;                        
                4'b1101:
                    if(~band[2])
                        PC<=DataOut_Bus;
                    else
                            PC<=PC+1'b1;                        
                4'b1110:
                    if(band[1])
                        PC<=DataOut_Bus;
                    else
                            PC<=PC+1'b1;
                4'b1111:
                    if(~band[1])
                        PC<=DataOut_Bus;
                    else
                            PC<=PC+1'b1;
                default: PC<=PC+1'b1;
            endcase
    end
    assign Address_Instruction_Bus=PC;
endmodule
`timescale 1ns / 1ps
module Microprocesador_Equipo_N(
    input [8:0] Instruction,
    input [7:0] Datain_Bus,
    output [7:0] Address_Instruction_Bus,
    output [7:0] DataOut_Bus,
    output [7:0] Addres_Data_Bus,
    output LE,
   input Clk,
    input Rst
    );
wire [7:0] W_num;
wire [2:0] W_c_sel;
wire [5:0] W_b_sel;
wire [1:0] W_LE_sel;
wire [7:0] W_selector;
wire [7:0] W_RX;   
wire [7:0] W_RY;  
wire [2:0] W_fun;  
wire [7:0] W_Result; 
wire [2:0] W_band; 
wire [2:0] W_outbus;
control
controlador(
    .ms_m(Instruction),
    .DataOut_Bus(W_RX),
    .band(W_band),
    .Address_Instruction_Bus(Address_Instruction_Bus),
    .outbus(W_outbus),
    .b_sel(W_b_sel),
    .LE_sel(W_LE_sel),
    .c_sel(W_c_sel),
    .Clk(Clk),
    .Rst(Rst),
    .fun( W_fun)
    );
alu
    operaciones(
    .Rx(W_RX),   
    .Ry (W_RY),  
    .fun(W_fun),  
    .Result(W_Result), 
    .band(W_band)    
    );
ms_m
numero(
    .Instruction(Instruction),
    .num(W_num)
);
b_reg
registros(
    .b_sel(W_b_sel),
    .LE_sel(W_LE_sel),
    .Selector(W_selector),
    .Rx(W_RX),
    .Ry(W_RY),
    .Clk(Clk),
    .Rst(Rst)
);
selector
sel(
    .c_sel(W_c_sel),
    .Result(W_Result),
    .num(W_num),
    .Datain_Bus(Datain_Bus),
    .Ry(W_RY),
    .Adress_Instruction_Bus(Address_Instruction_Bus),
    .selector(W_selector)
);
salidas
controlsalidas(
    .outbus(W_outbus),
    .Rx(W_RX),
    .Ry(W_RY),
    .num(W_num),
    .DataOut_Bus(DataOut_Bus),
    .Addres_Data_Bus(Addres_Data_Bus),
    .LE(LE),
    .Clk(Clk),
    .Rst(Rst)
);    
endmodule
`timescale 1ns / 1ps
module ms_m
#(parameter n = 8 )
(
    input [n-1:0] Instruction,
    output reg [n-1:0] num
    ); 
    reg [n-1:0]NC; 
 always@* 
        begin  
        NC = 8'b0;
        num <= {NC[7:3],Instruction[2:0]};  
        end  
endmodule
`timescale 1ns / 1ps
module salidas(
 input Rst,
    input Clk,
    input [7:0] Rx,
    input [7:0] Ry,
    input [7:0] num,
    input [1:0] outbus,
    output reg [7:0] DataOut_Bus,
    output reg [7:0] Addres_Data_Bus,
    output reg LE
    );
    always @(posedge Clk, posedge Rst) begin
        if(Rst) 
            begin
                DataOut_Bus<=0;
                Addres_Data_Bus<=0;
                LE<=0;
            end
        else
            case (outbus)
                2'b00: 
                    begin
                        DataOut_Bus<=0;
                        Addres_Data_Bus<=0;
                        LE<=0;
                    end
                2'b01:
                    begin
                        DataOut_Bus<=0;
                        Addres_Data_Bus<=Ry;
                        LE<=0;
                    end
                2'b10:
                    begin
                        DataOut_Bus<=num;
                        Addres_Data_Bus<=Rx;
                        LE<=1;
                    end
                2'b11:
                    begin
                        DataOut_Bus<=Ry;
                        Addres_Data_Bus<=Rx;
                        LE<=1;
                    end
            endcase
            end
endmodule
`timescale 1ns / 1ps
module selector(
 input [2:0] c_sel,
    input [7:0] Result,
     input [7:0] Datain_Bus,
     input [7:0] num,
     input [7:0] Adress_Instruction_Bus,
      input [7:0] Ry,
    output reg [7:0] selector
    );
    always@*
       begin
       case (c_sel)
       3'b000 :begin selector<=Result;end
       3'b001 :begin  selector<=Datain_Bus;end
       3'b010 :begin  selector<=num;end
       3'b011 :begin  selector<=Adress_Instruction_Bus;end
       3'b100 :begin  selector<=Ry;end
       default: begin  selector<=0;end       
       endcase
 end  
endmodule
==> impl_metrics.yaml <==
# generated from flow reports
status:
  status: "finished clean"
cells_and_area:
  combGateArea_mm2: 0.00404
  syn_to_final_growth_pct: 14.3
  drive_gt1_frac: 0.149
  final_cells: 942
  flop_area_mm2: 0.00223
  fillers: 1121
die:
  fp_util: 0.518
  coreArea_mm2: 0.0127
  rows: 41
  die-width_um: 117
  ios: 44
  dieHeight_um: 117
  die_area_mm2: 0.0137
yosys:
  mux_share: 0.132
  ys_sh_xor: 0.0252
  ys_seq_share: 0.338
  synth_flops: 89
  syn-cell-area_mm2: 0.00660
  ys_sh_simple: 0.167
  ys_chip_area_mm2: 0.00660
  synthTopLogicFamily: "AND-OR/OR-AND gates"
  synth_cell_types: 79
  ys_sh_adder: 0.0561
  edf_count: 0
  avgSynthCellArea_um2: 9.14
  ff_type: "dfrtp_1"
  ys_cells: 722
  synth_cells: 722
  ys_sh_aoi: 0.232
  yosys_warnings: 14
  synth-async-reset-ratio: 1.00
critical_path:
  crit_start: "Instruction[6]"
  r2r-end: "registros.b_regs[6][6]$_DFFE_PP0P_"
  path_cells: "clkdlybuf4s50_1 > inv_1 > ha_1 > nor3_4 > nor2_1 > nor4_1 > nor2_1 > fa_1 > nand3_1 > nand2_1 > a21o_1 > a21oi_1 > xor2_1 > o211ai_1 > a21oi_1 > a22oi_1 > mux2_2"
  cp.depth: 17
  required_ns: 7.19
  critPathCaptureType: "flop"
  reg2regPathDepth: 17
  timing.critical_path.to: "registros.b_regs[6][6]$_DFFE_PP0P_"
  arrival_ns: 6.41
  critPathMaxFanout: 10
  r2r_start: "registros.b_regs[5][1]$_DFFE_PP0P_"
  max_stage_delay_ns: 0.67
  critPathKind: "primary input to flop"
  path_buffers: 2
  crit_slowest_cell: "clkdlybuf4s50_1"
  critPathTopFamily: "simple AND/OR/NAND/NOR gates"
  start_kind: "primary input"
  rrSetupSlack_ns: 2.65
sta:
  relSlewSlack: 0.374
  hold_viol: 0
  rsz0062_at_grt: "no"
  slew_viol_final: 0
  setup_violations: 0
  fin_crit_ns: 6.12
  worst_clock_skew_ns: 0.00612
  tightest_slew_ns: 0.936
  fin_tns_setup_ns: 0
  fmax_mhz: 163
  finalCritPeriodShare: 0.888
global_route:
  grt_max_degree: 58
  grt_usage: 0.342
  grt_pass1_wl_mm: 33.5
  grt_pass1_vias: 5810
  grt-ovfl-total: 0
  antenna_found_initial: 0
place:
  numPortBuffers: 43
  gp_congestion: 1.01
  dp.cells: 926
  dp_hpwl_mm: 16.1
routing:
  via_per_inst: 6.54
  antennaDiodeCount: 0
  drc: 0
  wire_per_inst_um: 22.7
  detail-route-antenna-nets: 0
  drtPass1Iterations: 6
  num_vias: 6159
  drt_wl_total_mm: 21.4
  drt_iter0_drc: 503
clock_tree:
  postCtsResizedCells: 0
  clock-root-buffer: "clkbuf_16"
  cts_hold_buffers: 0
  clk_pin_slew_ns: 0.07
  post-cts-setup-buffers: 0
  h-tree-depth: 3
  clk_path_buf_depth: 2
  clock_latency_ns: 0.35
  cts_tree: "yes"
  numCtsBuffers: 9
  cts.sinks: 89
pwr:
  p_sw_uw: 1200
  seq_power_share: 0.326
  ir_drop_uv: 217
  combPwrFrac: 0.499
  sw_frac_of_total: 0.424
  p_int_uw: 1630
  p_clk_frac: 0.176
  power_leakage_uw: 0.00320
  p_per_area_mw_per_mm2: 376
flow_run:
  max-cap-violations: 0
  warnings: 37
hold_path:
  hp-class: "flop to flop"
  holdPathStages: 2
[cell usage after synthesis, drive strengths merged, types with 7 or more instances]
| cell type | number | area, µm² |
|---|---|---|
| ha | 28 | 350 |
| inv | 31 | 116 |
| nand2 | 49 | 184 |
| a21oi | 31 | 155 |
| a31oi | 25 | 163 |
| nand3 | 18 | 90.1 |
| or2 | 10 | 62.6 |
| o21ai | 32 | 164 |
| dfrtp | 89 | 2230 |
| buf | 32 | 180 |
| nor2b | 19 | 119 |
| and2 | 7 | 43.8 |
| o22ai | 27 | 169 |
| nor2 | 68 | 255 |
| o2bb2ai | 9 | 78.8 |
| o31ai | 9 | 72.6 |
| mux2 | 45 | 507 |
| a221oi | 13 | 114 |
| o211ai | 9 | 72.6 |
| xnor2 | 12 | 105 |
| mux2i | 34 | 340 |
| xor2 | 7 | 61.3 |
| a211oi | 11 | 92.6 |
| clkbuf | 7 | 26.3 |
| nor3 | 9 | 66.3 |
[power groups by stage]
| stage | sequential (µW) | clock [µW] | combinational (µW) |
|---|---|---|---|
| 4_1_cts | 919 | 506 | 1400 |
| 5_1_grt | 950 | 523 | 1560 |
| 6_report | 923 | 498 | 1410 |
[state kept, by name (all words and copies together), names as in the netlist]
signal                          count
registros.b_regs                   64
controlador.jump.PC                 8
controlsalidas.Addres_Data_Bus      8
controlsalidas.DataOut_Bus          8
controlsalidas.LE                   1
[worst register-to-register path, cell delays in order, from the launching register on]
cell,delay [ns]
dfrtp_1,0.40
mux2i_1,0.25
a211oi_1,0.13
a2111o_1,0.46
and2_1,0.19
buf_4,0.19
o31ai_1,0.30
xnor2_1,0.20
ha_1,0.27
a21oi_1,0.12
nand2_1,0.10
a21o_1,0.18
a21oi_1,0.17
xor2_1,0.09
o211ai_1,0.16
a21oi_1,0.06
a22oi_1,0.61
mux2_2,0.30
[how the worst min path moves through the flow]
stage | start | endpoint | slack [ns]
after global routing | controlador.jump.PC[7]$_DFFE_PP0P_ | controlador.jump.PC[7]$_DFFE_PP0P_ | 0.55
final | registros.b_regs[3][7]$_DFFE_PP0P_ | registros.b_regs[3][7]$_DFFE_PP0P_ | 0.51
after CTS | registros.b_regs[3][7]$_DFFE_PP0P_ | registros.b_regs[3][7]$_DFFE_PP0P_ | 0.51
[cell families (layout without fill, tap and decap cells)]
| logic type | Yosys count | after routing |
|---|---|---|
| simple gates | 217 | 217 |
| compound gates | 216 | 216 |
| flops | 89 | 89 |
| mux | 80 | 80 |
| buf+inv | 72 | 120 |
| fa+ha+maj | 29 | 29 |
| xor+xnor | 19 | 19 |
[per-stage QoR]
step                      instance area (µm²)  worst slack [ns]  utilization  total power (µW)  hold slack, ns
after floorplan                          6600              1.52            -              1820           0.446
after global placement                   7240             0.610        0.569              2300           0.484
after detailed placement                 7240             0.522        0.569              2310           0.499
after CTS                                7540             0.822        0.593              2820           0.515
after global routing                     7540             0.362        0.593              3040           0.545
final                                    7540             0.775        0.593              2830           0.512
[routing by layer]
layer  vias to the layer above  part of all wire  GRT usage
met5                         -                 0          0
met1                      3002              0.41      0.491
met3                        70             0.068     0.0509
met2                       285              0.47      0.546
li1                       2802                 -          -
met4                         0             0.045      0.118
[placed cells by master (no fill, tap or decap), types with 7 or more instances in the layout]
cell type and n:
or2_2 9, inv_1 29, o211ai_1 8, nand2_1 49, o2bb2ai_1 9, nand3_1 18, o31ai_1 8, clkbuf_16 9
a211oi_1 9, nor2_1 68, mux2_2 44, dfrtp_1 89, and2_1 7, nor2b_1 19, o21ai_0 29, xor2_1 7
o22ai_1 27, clkdlybuf4s50_1 42, a221oi_1 13, ha_1 28, a21oi_1 31, mux2i_1 34, buf_4 28, a31oi_1 24
xnor2_1 12
[layout make-up]
type,instances,share of cell area
Inverter,33,0.0166
Tap cell,172,0.0285
Multi-Input combinational cell,561,0.536
Clock inverter,7,0.00995
Sequential cell,89,0.295
Timing Repair Buffer,71,0.0843
Clock buffer,9,0.0299
Power figures rest on the tool's default switching activity, not on a simulated workload.
