[flow/run.sh]
#!/bin/bash
# OpenROAD 26Q1-2900-gdf79404cd8, Yosys 0.63+post, stock flow scripts
make -C /OpenROAD-flow-scripts/flow DESIGN_CONFIG=/design/flow/config.mk WORK_HOME=/design/flow/orfs finish
[flow/config.mk]
export PLATFORM = sky130hd
export DESIGN_NAME = DecoAnillo
export DESIGN_NICKNAME = DecoAnillo
export VERILOG_FILES = /design/flow/design.v
export SDC_FILE = /design/flow/constraint.sdc
export NUM_CORES = 4
export LEC_CHECK = 1
export CORE_AREA = 10 10 70 70
export DIE_AREA = 0 0 80 80
[flow/constraint.sdc]
current_design DecoAnillo

set clk_period 1.1
set clk_io_pct 0.2

create_clock -name clk0 -period $clk_period [get_ports {i_Clk}]

set non_clock_inputs [all_inputs -no_clocks]
set_input_delay [expr $clk_period * $clk_io_pct] -clock clk0 $non_clock_inputs
set_output_delay [expr $clk_period * $clk_io_pct] -clock clk0 [all_outputs]
[flow/design.v]
`timescale 1ns / 1ps
module DecoAnillo(
   input i_Reset,
   input i_Clk,
   output [1:0] o_Sel,
   output [3:0] o_Anodos       
   );
wire [3:0]in;   
wire [15:0]x;
reg [1:0]Clk;   
always @(posedge i_Clk or negedge i_Reset)    
   if(~i_Reset)Clk<=0;     
   else Clk<=Clk+1;   
assign in=x[Clk*4+:4];  
   assign o_Anodos=(Clk==0)?4'b1000:    
      (Clk==1)?4'b0100:    
      (Clk==2)?4'b0010:    
                   4'b0001;    
assign o_Sel=(Clk==0)?2'b00:
           (Clk==1)?2'b01:
           (Clk==2)?2'b10:
                    2'b11;
 endmodule
==> impl_metrics.sql <==
-- generated from flow reports
INSERT INTO impl_metrics (metric_group, metric, value, unit) VALUES
('logic_synthesis', 'synthDominantAreaCellType', 'ha_1', ''),
('sta', 'setup_viol_count_final', '6', ''),
('setup_path', 'regToRegEndpoint', 'Clk[0]', ''),
('global_route', 'globalRouteTotalUtil', '1.69', '%'),
('cells_and_area', 'finish.utilization', '14.4', '%'),
('die', 'fp.dieArea', '0.00640', 'sq mm'),
('logic_synthesis', 'netlist_top_cells_area', 'ha_1, dfrtp_1, inv_1', ''),
('cells_and_area', 'registers.top_by_ff_count', 'Clk', ''),
('detailed_routing', 'count_of_vias_placed_by_the_detailed_router', '166', ''),
('clock_network', 'clock_buffer_depth', '2', ''),
('sta', 'finalHoldWorstSlack', '0.159', 'ns'),
('clock_network', 'tritoncts.num_buffers', '3', ''),
('clock_network', 'ctsHoldBuffers', '0', ''),
('die', 'die_w', '80', 'um'),
('sta', 'max_slew_margin', '89.8', '%'),
('clock_network', 'clkLatencyLatePin', '0.22', 'ns'),
('power', 'pwr_density_cell', '486', 'mW/mm^2'),
('flow_run', 'openroad_warning_count', '32', ''),
('worst_hold_path', 'holdCritPathClass', 'primary input to async pin', ''),
('global_route', 'initial_antenna_violation_count', '0', ''),
('logic_synthesis', 'post_synth_num_cell_types', '4', ''),
('sta', 'worst_slack', '-0.291', 'ns'),
('place', 'placedInstanceArea', '305', 'sq um'),
('outcome', 'run_status', 'finished, violations left', ''),
('setup_path', 'worst_setup_path_start_kind', 'register', ''),
('detailed_routing', 'vias_per_cell', '2.05', ''),
('clock_network', 'htreeDepth', '1', ''),
('detailed_routing', 'post_drt_wl_per_cell', '6.31', 'um'),
('outcome', 'violated_checks', 'negative setup slack', ''),
('sta', 'maxSlewViolCount', '0', ''),
('place', 'dp_slack', '-0.387', 'ns'),
('setup_path', 'worstSetupStartpoint', 'Clk[0]', ''),
('setup_path', 'worstPathRequired', '0.88', 'ns'),
('die', 'placement_rows', '21', ''),
('sta', 'max_clock_freq', '0.719', 'GHz'),
('global_route', 'grt_remaining_overflow', '0', ''),
('clock_network', 'clock_transition_at_the_registers_of_the_reported_paths', '0.03', 'ns'),
('global_route', 'first_global_vias', '198', ''),
('setup_path', 'setup.worst_path.end_class', 'output pin', ''),
('clock_network', 'cts_num_sinks', '2', ''),
('detailed_routing', 'detail_route.antenna_diodes', '0', ''),
('sta', 'rsz0062_at_grt', 'true', ''),
('detailed_routing', 'finalWirelength', '511', 'um'),
('detailed_routing', 'ant_nets', '0', ''),
('detailed_routing', 'detailedRoute.firstPassIterationCount', '4', ''),
('die', 'chipHeight', '80', 'um'),
('detailed_routing', 'detail_route.iter0.violations', '1', ''),
('setup_path', 'timing.reg2reg.worst_path_depth', '4', ''),
('cells_and_area', 'drive_above_1_share', '91.4', '%'),
('power', 'leakage_power_total', '0.208', 'nW'),
('place', 'dp_hpwl', '311', 'um'),
('setup_path', 'r2r-start', 'Clk[0]', ''),
('flow_run', 'cap_viol_max_count', '0', ''),
('setup_path', 'worstSetupPathType', 'register to output pin', ''),
('power', 'power.ir.vdd_worst', '0.000111', 'V'),
('global_route', 'grt_first_pass_wirelength', '821', 'um'),
('place', 'io_buffers', '7', ''),
('cells_and_area', 'area_growth_from_synthesis_to_layout', '251', '%'),
('logic_synthesis', 'synth_stat.cells', '12', ''),
('logic_synthesis', 'cell_area_synth', '140', 'sq um'),
('sta', 'finalCriticalPeriod', '1.39', 'ns'),
('clock_network', 'cts_tree', 'built', ''),
('setup_path', 'worst-endpoint-arrival', '1.17', 'ns'),
('setup_path', 'r2r_setup_slack', '0.13', 'ns'),
('setup_path', 'critPathMaxFanout', '4', ''),
('place', 'finalWeightedCongestion', '0.642', ''),
('logic_synthesis', 'synth-seq-cells', '2', ''),
('logic_synthesis', 'yosysWarningCount', '1', ''),
('cells_and_area', 'fin_area', '492', 'sq um'),
('logic_synthesis', 'syn_avg_cell_area', '11.7', 'sq um'),
('logic_synthesis', 'synth_sequential_area_ratio', '35.7', '%');
==> cell usage after synthesis (all sizes together) <==
master,instances
ha,6
dfrtp,2
inv,2
nor2,2
==> power breakdown <==
| part | total (mW) | switching (mW) | internal [mW] |
|---|---|---|---|
| clock | 0.160 | 0.0402 | 0.120 |
| combinational | 0.00430 | 0.00116 | 0.00313 |
| sequential | 0.0741 | 0 | 0.0741 |
| total | 0.239 | 0.0414 | 0.198 |
==> repair_timing <==
item,4_1_cts,5_1_grt
pin swaps,6,3
gates resized,40,8
setup endpoints to repair,6,6
buffers inserted,9,1
==> cell families after synthesis <==
logic type | synth area share [%]
adders and majority gates | 53.6
and+or+nand+nor | 5.36
DFF | 35.7
buffers and inverters | 5.36
==> per-stage QoR <==
| stage | total power [mW] | TNS [ns] | instances |
|---|---|---|---|
| after global routing | 0.262 | -1.60 | 81 |
| after detailed placement | 0.0793 | -1.97 | 70 |
| after floorplan | 0.0749 | 0 | 12 |
| after CTS | 0.252 | -1.30 | 82 |
| after global placement | 0.0793 | -1.81 | 70 |
| final | 0.239 | -1.26 | 81 |
==> how the worst max path moves through the flow <==
stage | end | slack [ns] | depth (start not counted)
finish | o_Sel[0] | -0.29 | 5
CTS | o_Anodos[1] | -0.28 | 5
global route | o_Sel[0] | -0.37 | 5
==> area by class of cell <==
cell class	count	area, sq um
fillers	378	2920
repair buffers	20	186
multi-input cells	8	168
well taps	46	57.6
flip-flops and latches	2	50.0
clock buffers	3	22.5
inverters	2	7.51
==> cell usage in the layout (no fill, tap or decap) <==
cell type / n
buf_6: 11
ha_4: 6
buf_4: 5
clkbuf_4: 3
buf_2: 3
dfrtp_1: 2
inv_2: 2
nor2_2: 1
nor2_4: 1
clkdlybuf4s50_1: 1
==> worst max-delay path, cell delays in order (launching register included) <==
cell and delay (ns):
dfrtp_1 0.40, inv_2 0.10, buf_6 0.13, ha_4 0.14
nor2_2 0.09, buf_2 0.09
==> routing by layer <==
| layer | vias up | wire length [um] | share of wire (%) | track usage (%) |
|---|---|---|---|---|
| met5 | - | 0 | 0 | 0 |
| met4 | 0 | 0 | 0 | 0.528 |
| met3 | 0 | 87 | 17 | 1.82 |
| met2 | 7 | 257 | 50 | 2.49 |
| met1 | 77 | 166 | 32 | 1.53 |
| li1 | 82 | - | - | - |
Power is estimated from default activity; no workload was simulated.
