`./config.mk`:
```
export PLATFORM = sky130hd
export DESIGN_NAME = alu_micro
export DESIGN_NICKNAME = alu_micro
export VERILOG_FILES = /design/flow/design.v
export SDC_FILE = /design/flow/constraint.sdc
export NUM_CORES = 4
export LEC_CHECK = 1
export CORE_AREA = 10 10 96 96
export DIE_AREA = 0 0 106 106
```
`./constraint.sdc`:
```
current_design alu_micro

set clk_period 7.7
set clk_io_pct 0.2

create_clock -name clk0 -period $clk_period

set non_clock_inputs [all_inputs -no_clocks]
set_input_delay [expr $clk_period * $clk_io_pct] -clock clk0 $non_clock_inputs
set_output_delay [expr $clk_period * $clk_io_pct] -clock clk0 [all_outputs]
```
`./design.v`:
```
`timescale 1ns / 1ps
module alu_micro
(
    input [7:0] Rx,
    input [7:0] Ry,
    input [2:0] Sel_op,
    output [7:0] R0,
    output [2:0] Ban
    );
    reg [8:0] F;
        always@*
            begin
                case(Sel_op)
                     0: F <= Rx+Ry;
                     1: F <= Rx-Ry;
                     2: F <= Rx<<Ry;
                     3: F <= Rx>>Ry;
                     4: F <= ~Rx;
                     5: F <= Rx&Ry;
                     6: F <= Rx|Ry;
                     7: F <= Rx^Ry;
                endcase
            end
    assign R0 = F[7:0];
    assign Ban [0] = &(~F);
    assign Ban [1] = F[8];
    assign Ban [2] = F[7];
endmodule
```
`./run.sh`:
```
#!/bin/bash
# OpenROAD 26Q1-2900-gdf79404cd8, Yosys 0.63+post, stock flow scripts
make -C /OpenROAD-flow-scripts/flow DESIGN_CONFIG=/design/flow/config.mk WORK_HOME=/design/flow/orfs finish
```
==> metrics.yaml <==
p_int_uw: 73.4
initCoreUtil: 0.253
vias: 1977
antennaDiodeCount: 0
cap_violations: 0
cp-end-kind: "primary output"
routed_wl_um: 5970
period_minus_slack_ps: 6990
grt_pass1_vias: 1887
power.share.clock: 0
setup_viol: 0
slew_headroom: 0.482
cp.arrival_ps: 5450
grt_max_degree: 42
cts_resized: 0
sequentialPowerShare: 0
power_density_mw_per_mm2: 67.7
drt_iter0_markers: 185
grt.total_usage: 0.106
grt_pass1_wl_um: 10000
layout_top_cell: "clkdlybuf4s50_1"
fin_setup_tns_ps: 0
warnings: 41
ys_cells: 252
portBuffers: 30
antenna_found_initial: 0
lay_top_cells: "30 x clkdlybuf4s50_1, 25 x ha_1, 24 x nor2_1"
dieHeight_um: 106
ant_nets: 0
switchingPower_uw: 76.8
ys_seq_frac: 0
drc: 0
nClkBuffers: 0
overflow: 0
status: "finished, final reports clean"
slew_viol_final: 0
num_rows: 31
cp-start-kind: "primary input"
syn_area_mm2: 0.00183
dp_hpwl_um: 4770
p_leak_uw: 0.000882
critPathKind: "in2out"
hp-class: "in2out"
yosysWarningCount: 1
avgSynthCellArea_um2: 7.25
whs_ps: 4310
via_per_inst: 5.33
boundaryPins: 30
ir_drop_mv: 0.0227
cts_hold_buf: 0
seq_cells: 0
cts_setup_buffers: 0
syn_inst: 252
path_max_fanout: 7
cp_data_required_time_ps: 6160
fill_cells: 793
hold_viol_final: 0
drt_pass1_iterations: 4
wl_per_cell_um: 16.1
swShare: 0.511
rsz0062_at_grt: "false"
max_freq_mhz: 143
areaGrowthSynthToFinish_pct: 21.3
drive_gt1_frac: 0.103
ys_chip_area_mm2: 0.00183
die_w_um: 106
gp_congestion: 0.961
flop_area_um2: 0
tightest_slew_ps: 770
die_area_mm2: 0.0112
finalCritPeriodShare: 0.908
yosys.cell_types.count: 57
design.core.area_mm2: 0.00721
pwr-share-comb: 1.000
-- power groups by stage --
stage,Combinational [µW],Clock (µW),Sequential [µW]
CTS,151,0,0
global route,167,0,0
finish,150,0,0
-- worst paths after layout --
| kind | endpoint | slack (ps) | start | cells after the start |
|---|---|---|---|---|
| worst max-delay path | Ban[0] | 710 | Sel_op[2] | 14 |
| worst min-delay path | R0[6] | 4310 | Sel_op[2] | 5 |
-- synth_stat cells, drive strengths merged (3+ instances only) --
master  number  share of area
mux2i        8          0.044
or3          3          0.010
mux4        10           0.12
and2         3          0.012
a21oi       23          0.065
clkbuf      10          0.021
inv         21          0.043
nor2        24          0.049
nor4         5          0.021
xnor2        9          0.043
nor3         8          0.022
nand2b       5          0.017
nand2       16          0.033
a21o         3          0.012
o21ai       16          0.044
nand3        8          0.022
ha          25           0.17
buf          7          0.027
a211oi       7          0.029
-- critical path, cell delays in order --
cell and delay (ps):
clkdlybuf4s50_1 420, nor2_1 460, nand2_1 210, o21ai_0 350, inv_1 90, ha_1 280, nand2b_1 110, a211oi_1 110
o41ai_1 420, xnor2_1 120, a22o_1 250, or3b_2 470, nor4_2 130, clkdlybuf4s50_1 500
-- stage by stage --
stage	setup slack [ps]	instance area, µm²	util	cells	power, µW
floorplan	1400	1830	-	252	96.8
global placement	751	2220	0.307	371	149
detailed placement	721	2220	0.307	371	150
CTS	713	2220	0.307	371	151
global route	333	2220	0.307	371	167
finish	705	2220	0.307	371	150
-- layer usage --
metal,track usage,wire (µm)
met5,0,0
met4,0,0
met3,0.0177,454
met2,0.177,2790
met1,0.149,2720
-- logic make-up after synthesis --
logic type / count (synthesis) / share of synthesized area
compound gates: 72 / 0.256
buf+inv: 39 / 0.0932
fa+ha+maj: 26 / 0.182
xor+xnor: 10 / 0.0479
mux: 20 / 0.179
simple gates: 85 / 0.241
-- layout make-up --
type | count | area, µm² | share of cell area
multi-input cells | 213 | 1660 | 0.748
inverters | 22 | 82.6 | 0.0373
repair buffers | 37 | 353 | 0.159
well taps | 99 | 124 | 0.0559
Power is estimated from default activity; no workload was simulated.
